[flow/config.mk]
export PLATFORM = sky130hd
export DESIGN_NAME = IF_Stage
export DESIGN_NICKNAME = IF_Stage
export VERILOG_FILES = /design/flow/design.v
export SDC_FILE = /design/flow/constraint.sdc
export NUM_CORES = 4
export LEC_CHECK = 1
export CORE_UTILIZATION = 30
[flow/constraint.sdc]
current_design IF_Stage

set clk_period 9.8
set clk_io_pct 0.2

create_clock -name clk0 -period $clk_period [get_ports {clk}]

set non_clock_inputs [all_inputs -no_clocks]
set_input_delay [expr $clk_period * $clk_io_pct] -clock clk0 $non_clock_inputs
set_output_delay [expr $clk_period * $clk_io_pct] -clock clk0 [all_outputs]
[flow/design.v]
`timescale 1ns/1ns
module Adder(input [31:0] a,b,output [31:0] result);
  assign result = a + b;
endmodule
`timescale 1ns/1ns
module IF_Stage(input clk,reset,Freeze,Branch_Taken,
                input SRAM_Freeze,
                input[31:0] Branch_Addres,
                output reg [31:0] PC,Instruction);  
wire[31:0] pc,Address,Next_pc,instruction;
wire[31:0] Four = {32'd4};
wire freeze;
assign freeze = Freeze | SRAM_Freeze;
MUX2to1_32bit My_MUX2to1_32bit(.a(Next_pc),.b(Branch_Addres),.sel(Branch_Taken),.out(pc));  
PC My_PC(.clk(clk) ,.reset(reset),.pc(pc),.Freeze(freeze),.Address(Address));  
Adder My_Adder(.a(Four),.b(Address),.result(Next_pc));     
Instruction_Mem My_Instruction_Mem(.Address(Address),.Instruction(instruction));       
assign PC = Next_pc;
assign  Instruction = instruction;
endmodule
`timescale 1ns/1ns
module Instruction_Mem(input [31:0] Address,output reg [31:0] Instruction);
  reg [31:0] ins [0:50];
	assign Instruction = ins[Address>>2];
	  initial
	   begin
      ins[0] = {  32'b1110_00_1_1101_0_0000_0000_000000010100};  
      ins[1] = {  32'b1110_00_1_1101_0_0000_0001_101000000001};  
      ins[2] = {  32'b1110_00_1_1101_0_0000_0010_000100000011};  
      ins[3] = {  32'b1110_00_0_0100_1_0010_0011_000000000010};  
      ins[4] = {  32'b1110_00_0_0101_0_0000_0100_000000000000};  
      ins[5] = {  32'b1110_00_0_0010_0_0100_0101_000100000100};  
      ins[6] = {  32'b1110_00_0_0110_0_0000_0110_000010100000};  
      ins[7] = {  32'b1110_00_0_1100_0_0101_0111_000101000010};  
      ins[8] = {  32'b1110_00_0_0000_0_0111_1000_000000000011};  
      ins[9] = {  32'b1110_00_0_1111_0_0000_1001_000000000110};  
      ins[10] = { 32'b1110_00_0_0001_0_0100_1010_000000000101};  
      ins[11] = { 32'b1110_00_0_1010_1_1000_0000_000000000110};  
      ins[12] = { 32'b0001_00_0_0100_0_0001_0001_000000000001};  
      ins[13] = { 32'b1110_00_0_1000_1_1001_0000_000000001000};  
      ins[14] = { 32'b0000_00_0_0100_0_0010_0010_000000000010};  
      ins[15] = { 32'b1110_00_1_1101_0_0000_0000_101100000001};  
      ins[16] = { 32'b1110_01_0_0100_0_0000_0001_000000000000};  
      ins[17] = { 32'b1110_01_0_0100_1_0000_1011_000000000000};  
      ins[18] = { 32'b1110_01_0_0100_0_0000_0010_000000000100};  
      ins[19] = { 32'b1110_01_0_0100_0_0000_0011_000000001000};  
      ins[20] = { 32'b1110_01_0_0100_0_0000_0100_000000001101};  
      ins[21] = { 32'b1110_01_0_0100_0_0000_0101_000000010000};  
      ins[22] = { 32'b1110_01_0_0100_0_0000_0110_000000010100};  
      ins[23] = { 32'b1110_01_0_0100_1_0000_1010_000000000100};  
      ins[24] = { 32'b1110_01_0_0100_0_0000_0111_000000011000};  
      ins[25] = { 32'b1110_00_1_1101_0_0000_0001_000000000100};  
      ins[26] = { 32'b1110_00_1_1101_0_0000_0010_000000000000};  
      ins[27] = { 32'b1110_00_1_1101_0_0000_0011_000000000000};  
      ins[28] = { 32'b1110_00_0_0100_0_0000_0100_000100000011};  
      ins[29] = { 32'b1110_01_0_0100_1_0100_0101_000000000000};  
      ins[30] = { 32'b1110_01_0_0100_1_0100_0110_000000000100};  
      ins[31] = { 32'b1110_00_0_1010_1_0101_0000_000000000110};  
      ins[32] = { 32'b1100_01_0_0100_0_0100_0110_000000000000};  
      ins[33] = { 32'b1100_01_0_0100_0_0100_0101_000000000100};  
      ins[34] = { 32'b1110_00_1_0100_0_0011_0011_000000000001};  
      ins[35] = { 32'b1110_00_1_1010_1_0011_0000_000000000011};  
      ins[36] = { 32'b1011_10_1_0_111111111111111111110111} ;  
      ins[37] = { 32'b1110_00_1_0100_0_0010_0010_000000000001};  
      ins[38] = { 32'b1110_00_0_1010_1_0010_0000_000000000001};  
      ins[39] = { 32'b1011_10_1_0_111111111111111111110011} ;    
      ins[40] = { 32'b1110_01_0_0100_1_0000_0001_000000000000};  
      ins[41] = { 32'b1110_01_0_0100_1_0000_0010_000000000100};  
      ins[42] = { 32'b1110_01_0_0100_1_0000_0011_000000001000};  
      ins[43] = { 32'b1110_01_0_0100_1_0000_0100_000000001100};  
      ins[44] = { 32'b1110_01_0_0100_1_0000_0101_000000010000};  
      ins[45] = { 32'b1110_01_0_0100_1_0000_0110_000000010100};  
      ins[46] = { 32'b1110_10_1_0_111111111111111111111111 };    
	   end
endmodule
`timescale 1ns/1ns
module MUX2to1_32bit(input [31:0] a, b, input sel,output [31:0] out);
   assign out = sel ? b : a;       
endmodule
`timescale 1ns/1ns
module PC(input clk ,reset,input [31:0] pc,input Freeze,output reg [31:0] Address);
  always@(posedge clk,posedge reset)
    begin
      if(reset)
        Address <= 32'b0;
      else
        begin
          if(~Freeze)
            begin
             Address <= pc;
            end
        end
    end
endmodule
[flow/run.sh]
#!/bin/bash
# OpenROAD 26Q1-2900-gdf79404cd8, Yosys 0.63+post, stock flow scripts
make -C /OpenROAD-flow-scripts/flow DESIGN_CONFIG=/design/flow/config.mk WORK_HOME=/design/flow/orfs finish
==> out/qor.yml <==
cts:
  cts.path.max_buffers: 2
  clock_sinks: 32
  cts_resized: 0
  root_buffer: "sky130_fd_sc_hd__clkbuf_16"
  cts.hold.buffers_added: 0
  clk_latency_worst_skew_pair_ns: 0.28
  numCtsBuffers: 5
  clock_tree_from_tritoncts: "yes"
  cts-htree-levels: 2
  cts_post_setup_buffers_inserted: 0
  clock_pin_slew_on_the_worst_setup_and_hold_paths_ns: 0.05
run:
  tool_warnings: 36
  maxCapViolations: 0
route:
  drt_pre_antenna_iters: 5
  drc_errors: 0
  drt_first_iter_violations: 345
  route.final.wire_length_um: 12940
  ant_nets: 0
  viasPerCell: 5.599
  post_drt_wl_per_cell_um: 17.07
  antenna_cells_inserted: 0
  vias: 4244
worst_hold_path:
  hold-path-cell-count: 1
  type_of_the_most_critical_hold_path: "reg -> reg"
  worstHoldStart: "My_PC.Address[0]"
global_route:
  grt_first_pass_wirelength_um: 21420
  globalRoute.totalOverflow: 0
  first_global_vias: 4010
  grt_util_all_layers: 0.2066
  initial_antenna_violation_count: 0
  maximum_number_of_pins_on_one_net_before_global_route_repair: 60
logic_synthesis:
  ys_cells: 525
  top_cells_by_area: "sky130_fd_sc_hd__dfrtp_1 21%, sky130_fd_sc_hd__a21oi_1 6.1%, sky130_fd_sc_hd__nand2_1 5.2%"
  synth.yosys.chip_area_mm2: 0.003802
  synth_area_mm2: 0.003802
  yosys_warnings: 5
  fraction_of_registers_with_async_set_or_reset_after_synthesis: 1.000
  dominant_register_cell: "sky130_fd_sc_hd__dfrtp_1"
  netlist.top_cell.by_area: "sky130_fd_sc_hd__dfrtp_1"
  seq_area_frac_synth: 0.2106
  synth_cells: 525
  synth-seq-cells: 32
  share_of_the_synthesized_area_in_the_top_cell_type: 0.2106
  yosysUniqueCellTypes: 68
  synth.avg_cell_area_um2: 7.243
  synth-edff-count: 0
timing:
  worst-slew-pin-transition_ns: 0.7209
  layout_worst_path_cycle_share: 0.5204
  final_critical_path_setup_slack_ns: 4.700
  rsz0062_at_grt: "no"
  fin_crit_ns: 5.100
  max_transition_viols_final: 0
  timing_hold_violations_final: 0
  slew_headroom: 0.5150
  finalSetupViolCount: 0
  clock_skew_ns: 0.006981
  finalSetupTns_ns: 0
  hold_ws_ns: 0.5018
  timing_limited_maximum_frequency_ghz: 0.1961
power_and_ir_drop:
  worst_ir_drop_vdd_uv: 74.64
  power.density_cell_area_mw_per_mm2: 159.3
  power.static_leakage_nw: 1.918
  fin_total_pwr_uw: 794.9
worst_setup_path:
  worst_setup_path_end_kind: "output port"
  critPathSlowestCell: "sky130_fd_sc_hd__dfrtp_1"
  category_of_the_most_critical_setup_path: "reg -> out"
  cpPeakStageDelay_ns: 0.69
  critical_path.n_buffers_inverters: 1
  crit_start: "My_PC.Address[3]"
  reg2reg_depth: 5
  timing.rr.start: "My_PC.Address[3]"
  data_arrival_critical_path_ns: 3.14
  worstPathMaxFanout: 17
  path_depth: 6
  worst_ep_required_time_ns: 7.84
  timing.critical_path.cells: "ha_1 > nand2_1 > nor3_2 > nand3_1 > xnor2_1 > clkdlybuf4s50_1"
  setup.worst_path.start_class: "flop"
  path_delay_family: "simple AND/OR/NAND/NOR gates"
finish:
  largest_register_ffs: 32
  top_regs: "My_PC.Address (32)"
  registers.top_by_ff_count: "My_PC.Address"
  drive_gt1_frac: 0.06610
  instances_no_fill: 758
  post-route-cell-area_mm2: 0.004990
  utilization_after_layout: 0.4103
  fill_cells: 1255
  syn_to_final_growth_pct: 31.23
placement:
  dpl-instance-area_mm2: 0.004843
  gp_routability_congestion: 0.8990
  place_inst: 750
  place_hpwl_um: 9212
  dp_slack_ns: 5.033
  numPortBuffers: 100
floorplanning:
  top_level_ports: 101
  overall_chip_area_mm2: 0.01313
  fp-row-count: 40
  placeableCoreArea_mm2: 0.01216
  initCoreUtil: 0.3127
  die_h_um: 114.6
  floorplan.die.width_um: 114.6
run_status:
  outcome: "complete, no violations"
[worst reg2reg max path: stages, from the launching register on]
cell,delay [ns]
sky130_fd_sc_hd__dfrtp_1,0.69
sky130_fd_sc_hd__ha_1,0.49
sky130_fd_sc_hd__nand4_1,0.24
sky130_fd_sc_hd__nor2_1,0.43
sky130_fd_sc_hd__and4_1,0.32
sky130_fd_sc_hd__mux2_2,0.34
[area by class of cell]
class,count,area [µm²],share of cell area
multi-input cells,419,2678,0.5366
flip-flops and latches,32,800.8,0.1605
inverters,21,78.83,0.01580
clock buffers,8,146.4,0.02934
repair buffers,110,1076,0.2156
well taps,168,210.2,0.04213
[cells in the final DEF (no fill, tap or decap), types with 8 or more instances in the layout]
master and instances:
sky130_fd_sc_hd__buf_4 10, sky130_fd_sc_hd__nor2_1 33, sky130_fd_sc_hd__clkdlybuf4s50_1 100, sky130_fd_sc_hd__a21oi_1 46, sky130_fd_sc_hd__dfrtp_1 32, sky130_fd_sc_hd__nand2_1 53
sky130_fd_sc_hd__nand4_1 15, sky130_fd_sc_hd__xnor2_1 20, sky130_fd_sc_hd__inv_1 17, sky130_fd_sc_hd__nor3_1 12, sky130_fd_sc_hd__o211ai_1 12, sky130_fd_sc_hd__o21ai_0 35
sky130_fd_sc_hd__mux2i_1 8, sky130_fd_sc_hd__nand2b_1 9, sky130_fd_sc_hd__and3_1 18, sky130_fd_sc_hd__ha_1 13, sky130_fd_sc_hd__nand3_1 27
[kinds of logic (layout without fill, tap and decap cells)]
family | count (synthesis) | in the layout | synth area share
multiplexers | 12 | 12 | 0.03587
adder cells (fa/ha/maj) | 13 | 13 | 0.04278
AND/OR/NAND/NOR | 211 | 211 | 0.2955
buffers and inverters | 74 | 139 | 0.08523
flip-flops | 32 | 32 | 0.2106
XOR/XNOR | 26 | 26 | 0.05989
AND-OR/OR-AND | 157 | 157 | 0.2702
[layer usage]
layer  wire [µm]  vias to the layer above  track usage
li1            -                     2055            -
met1        5971                     1987       0.3179
met2        5857                      181       0.3196
met3         866                       21      0.02481
met4         240                        0      0.03117
met5           0                        -            0
[synth_stat cells, types with 7 or more instances]
cell type,n
sky130_fd_sc_hd__buf_2,16
sky130_fd_sc_hd__ha_1,13
sky130_fd_sc_hd__nand2_1,53
sky130_fd_sc_hd__nand3_1,27
sky130_fd_sc_hd__buf_4,7
sky130_fd_sc_hd__nand4_1,15
sky130_fd_sc_hd__o21ai_0,35
sky130_fd_sc_hd__a21oi_1,46
sky130_fd_sc_hd__mux2i_1,8
sky130_fd_sc_hd__and3_1,18
sky130_fd_sc_hd__dfrtp_1,32
sky130_fd_sc_hd__nor2_1,33
sky130_fd_sc_hd__clkbuf_1,27
sky130_fd_sc_hd__nand2b_1,9
sky130_fd_sc_hd__nor3_1,12
sky130_fd_sc_hd__inv_1,17
sky130_fd_sc_hd__xnor2_1,20
sky130_fd_sc_hd__o211ai_1,12
[worst paths after layout]
check | endpoint | slack, ns
max | PC[18] | 4.70
max reg2reg | My_PC.Address[26] | 7.18
min in group asynchronous | My_PC.Address[1] | 2.11
min reg2reg | My_PC.Address[0] | 0.50
min | My_PC.Address[0] | 0.50
max in group asynchronous | My_PC.Address[13] | 7.35
[power breakdown]
part	switching, mW	internal (mW)
clock	0.0566	0.101
combinational	0.214	0.230
sequential	0.0401	0.153
total	0.311	0.484
