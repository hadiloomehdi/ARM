--- design.v ---
`timescale 1ns/1ns
module SRAM(input clk,reset,
            input SRAM_WE_N,
            input[16:0]SRAM_ADDR, inout signed [63:0] SRAM_DQ);
  reg[31:0] memory[0:511]; 
  assign #30 SRAM_DQ = SRAM_WE_N ? {memory[{SRAM_ADDR[16:1], 1'b1}], memory[{SRAM_ADDR[16:1], 1'b0}]} : 64'bz;
  always@(posedge clk)begin
    if(~SRAM_WE_N)begin
      memory[SRAM_ADDR] = SRAM_DQ;
    end
  end
endmodule
--- run.sh ---
#!/bin/bash
# OpenROAD 26Q1-2900-gdf79404cd8, Yosys 0.63+post, stock flow scripts
make -C /OpenROAD-flow-scripts/flow DESIGN_CONFIG=/design/flow/config.mk WORK_HOME=/design/flow/orfs finish
--- config.mk ---
export PLATFORM = sky130hd
export DESIGN_NAME = SRAM
export DESIGN_NICKNAME = SRAM
export VERILOG_FILES = /design/flow/design.v
export SDC_FILE = /design/flow/constraint.sdc
export NUM_CORES = 4
export LEC_CHECK = 1
export CORE_UTILIZATION = 30
export SYNTH_MEMORY_MAX_BITS = 65536
--- constraint.sdc ---
current_design SRAM

set clk_period 347.2
set clk_io_pct 0.2

create_clock -name clk0 -period $clk_period [get_ports {clk}]

set non_clock_inputs [all_inputs -no_clocks]
set_input_delay [expr $clk_period * $clk_io_pct] -clock clk0 $non_clock_inputs
set_output_delay [expr $clk_period * $clk_io_pct] -clock clk0 [all_outputs]
==> qor.yml <==
top_cells_by_area: "edfxtp_1, mux4_2, mux2i_1"
common_cells: "edfxtp_1, mux4_2, mux2i_1"
fp_util_pct: 30.10
synth.distinct_cells: 53
dp.cells: 57360
place_worst_setup_slack_ps: 197400
error: "[error] [KeplerFormal.cpp:679] Workflow failed: Iso has multiple drivers: .SRAM_DQ2, place2951.X0"
root_buffer: "clkbuf_16"
gp_congestion: 0.8657
failing_step: "4_1_cts"
ys.flops: 16380
cts-resized-gates: 0
syn_inst: 29770
syn_area_sq_um: 629300
cts_sinks: 16380
synth-seq-area-share_pct: 78.17
cts_buffer_depth: 6
cts_setup_buffers: 0
synth-async-reset-ratio_pct: 0
yosys.area.top_type: "edfxtp_1"
io_buffers: 10
rows: 531
die_h_mm: 1.450
dp_hpwl_mm: 1083
edf_count: 16380
synth_area_per_cell_sq_um: 21.14
ys_area_sq_um: 629300
cts_hold_buf: 0
cts_max_level: 7
yosysWarningCount: 2
boundaryPins: 84
cts_made_buffers: 1721
placed_area_sq_um: 673900
status: "did not finish"
fp.dieW_mm: 1.450
ff_type: "edfxtp_1"
netlist.area_leader.share_pct: 78.17
most_common_cell: "edfxtp_1"
ys_cells: 29770
## cells by family after synthesis
family	Yosys count	share of synthesized area [%]
AOI/OAI and AO/OA	3506	3.970
DFF	16380	78.17
muxes	5459	14.67
buffers and inverters	1854	1.300
and+or+nand+nor	2570	1.885
## per-stage QoR
stage               hold slack (ps)  util (%)
floorplan                      7247         -
global placement               1211     32.23
detailed placement             1253     32.23
