**flow/design.v**
```verilog
`timescale 1ns/1ns
module Data_Mem(input[31:0] Address ,Write_data, input Mem_Read,Mem_Write,input clk,reset,output[31:0] Read_Data);
reg[31:0] Data [0:63];
assign Read_Data = Data[(Address-1024)>>2];
  always@(posedge clk)
  begin
    Data[(Address-1024)>>2] <= Mem_Write ? Write_data : Data[(Address-1024)>>2];
  end
endmodule
```
**flow/run.sh**
```bash
#!/bin/bash
# OpenROAD 26Q1-2900-gdf79404cd8, Yosys 0.63+post, stock flow scripts
make -C /OpenROAD-flow-scripts/flow DESIGN_CONFIG=/design/flow/config.mk WORK_HOME=/design/flow/orfs finish
```
**flow/config.mk**
```make
export PLATFORM = sky130hd
export DESIGN_NAME = Data_Mem
export DESIGN_NICKNAME = Data_Mem
export VERILOG_FILES = /design/flow/design.v
export SDC_FILE = /design/flow/constraint.sdc
export NUM_CORES = 4
export LEC_CHECK = 1
export CORE_UTILIZATION = 40
```
**flow/constraint.sdc**
```tcl
current_design Data_Mem

set clk_period 31.7
set clk_io_pct 0.2

create_clock -name clk0 -period $clk_period [get_ports {clk}]

set non_clock_inputs [all_inputs -no_clocks]
set_input_delay [expr $clk_period * $clk_io_pct] -clock clk0 $non_clock_inputs
set_output_delay [expr $clk_period * $clk_io_pct] -clock clk0 [all_outputs]
```
==> git commit body <==
Add synthesis and place-and-route results

* Total core area: 195000 µm²
- Summed over all nets, the half-perimeter wirelength after detailed placement is ~130 mm.
- Kind of critical path: input pin to output pin
- The first global-routing pass estimated roughly 320 mm of wire.
- Post-synth cell types: 69
* Summed area of non-filler cells in the final layout: 89700 µm²
* Number of setup buffers added after CTS: 0
* Power density normalized to cell area: 63.9 nW/µm²
- The synthesized design contains 2048 register bits.
- Via density per instance: 6.07
- Number of cells in the yosys synthesis report: 4396
- CTS Buffer Depth: 3
- Maximum fanout count along the critical path: 35
- Detailed Routing Iterations Pass 1: 5
- The synthesized design contains 2048 enable-type register cells.
- Most numerous cell in the Yosys netlist: sky130_fd_sc_hd__edfxtp_1
- Kind of launch point of the worst setup path: input pin
* Cell accounting for the most synthesized area: sky130_fd_sc_hd__edfxtp_1
- The commonest register cell is sky130_fd_sc_hd__edfxtp_1.
- The run finished with clean final reports.
* Critical R2R Launch: Data[61][2]
* Log Warnings: 54
- According to the timing report, the critical path is launched from Address[2].
- Antenna viol nets, final: 0
- On the worst setup and hold paths after CTS, the clock-pin slew comes to roughly 60 ps.
- After synthesis, the share of flip-flops with an asynchronous set or reset is 0%.
- Yosys reports that the leading cell type by area covers 78.3% of the netlist area.
- Total routing usage reported by global routing: 25.0%
- Max-slew headroom: 26.7%
- Hold buffer count at CTS: 0
* CTS H-tree lvls: 4
- The clock arrives with 35.9 ps of skew.
* Clock tree from TritonCTS: yes
- Clock period minus final worst setup slack: roughly 18000 ps
* Endpoint of the worst-slack reg-to-reg timing path: Data[11][2]
- On the critical path the data arrives at 11340 ps.
- Count of yosys warnings during synthesis: 1
- Detailed Route Iter0 Violations: 3404
* Placed cell area: 83600 µm²
* Area of the chip: about 200000 µm²
* Worst Slack Setup Final: 14020 ps
- For the worst flop-to-flop path, the logic depth is 6.
- Number of hold violations in the final report: 0
- Required time at the worst-slack endpoint: 25360 ps
* Number of flip-flops under the largest register name: 2048
- Site Rows: 162
* Remaining design rule violation count: 0
- Max-cap viol count: 0
* Summed instance area of the synthesized netlist: 78500 µm²
- Number of global-route vias before repair: ~46000
* Total Wirelength: approximately 230 mm
- Clock latency on the worst-skew pair, taken at its later pin, is 850 ps.
- The root buffer cell chosen for the clock tree is sky130_fd_sc_hd__clkbuf_16.
- P&R area growth vs syn: 14.2%
- Residual overflow from global routing: 0
* Top-level I/O count: 100
- Total clock buffers created by CTS: around 190
- Area figure in the yosys stat output: 78500 µm²
* Setup tns final: 0 ps
- The number of antenna violations at the first check in global routing is 5.
- Port buffering added ~70 buffers.
- The final max-slew violation count recorded for this run is 0.
- Entering global routing, the biggest net connects 100 pins.
- Last weighted congestion value of the routability-driven placer: 0.898
- Setup slack on the worst path after placement came out at 14210 ps.
- The power report puts the leakage power at 0.0274 µW.
* Wirelength per Cell: 31.0 µm
- Vias: 44400
* Largest reg by FF count: Data
- Sequential-to-total area share from yosys stat: 78.3%
- The die is ~450 µm tall.
* Hold crit path type: flip-flop to flip-flop
* Crit. End Element: output pin
* RSZ-0062 raised after global routing: no
* Die width: 445 µm
- Top cell types by occurrence after synthesis: sky130_fd_sc_hd__edfxtp_1, sky130_fd_sc_hd__a22oi_1, sky130_fd_sc_hd__a221oi_1
* Highest ir drop seen on vdd: 0.0544 mV
- Synthesis produced 4396 cells.
* Final core area utilization: 46.0%
- Max Freq: 56.6 MHz
- Resized cells post-CTS: 0
- The share of the core area taken by cells at floorplan is between 40% and 50%.
* Biggest area contributors in the synthesized netlist: sky130_fd_sc_hd__edfxtp_1, sky130_fd_sc_hd__a22oi_1, sky130_fd_sc_hd__a221oi_1
- Average cell area after synthesis: approximately 18 µm²
- # clock sinks: 2048
- The layout summary lists the proportion of cells stronger than drive strength 1 as 17.4%.
- Post-route fraction of the period consumed by the critical path: 55.8%
- Critical path capture point: Read_Data[0]
- Worst-Margin Slew: 1100 ps
- In the final layout, the registers with the most flip-flops are Data x2048.
* Reg-to-reg slack, setup: 28090 ps
- From the final report, the count of setup violators was given as 0.
[metrics by stage]
| step | cells | total power [µW] | hold slack, ps |
|---|---|---|---|
| after detailed placement | 6975 | 3530 | 1320 |
| after global routing | 7323 | 5880 | 1450 |
| after floorplan | 4396 | 3340 | 1360 |
| after CTS | 7322 | 5760 | 1330 |
| final | 7323 | 5730 | 1330 |
| after global placement | 6975 | 3520 | 1290 |
[per-layer routing]
metal	GRT usage (%)	wire length [µm]	share of wire [%]	vias to the layer above
met5	0.977	264	0.12	-
met4	7.88	9370	4.1	16
met3	18.2	37200	16	492
met2	36.0	105000	46	2949
met1	30.2	75400	33	22100
li1	-	-	-	18800
[cells in the final DEF, fill, tap and decap left out, types with 9 or more instances in the layout]
master	n
sky130_fd_sc_hd__nand3_1	34
sky130_fd_sc_hd__a21oi_1	75
sky130_fd_sc_hd__bufinv_16	18
sky130_fd_sc_hd__mux2i_1	140
sky130_fd_sc_hd__a31oi_4	13
sky130_fd_sc_hd__edfxtp_1	2048
sky130_fd_sc_hd__and3_1	9
sky130_fd_sc_hd__clkdlybuf4s50_1	68
sky130_fd_sc_hd__clkinv_2	24
sky130_fd_sc_hd__nor4_1	11
sky130_fd_sc_hd__a21o_1	9
sky130_fd_sc_hd__nand3b_1	21
sky130_fd_sc_hd__o22ai_1	177
sky130_fd_sc_hd__o2bb2ai_1	40
sky130_fd_sc_hd__o32ai_1	33
sky130_fd_sc_hd__buf_4	228
sky130_fd_sc_hd__nand2_1	66
sky130_fd_sc_hd__a31oi_1	19
sky130_fd_sc_hd__mux2_2	160
sky130_fd_sc_hd__clkbuf_1	45
sky130_fd_sc_hd__or2_2	13
sky130_fd_sc_hd__clkbuf_16	197
sky130_fd_sc_hd__a22oi_1	432
sky130_fd_sc_hd__a222oi_1	14
sky130_fd_sc_hd__a2111oi_0	10
sky130_fd_sc_hd__nand4_1	18
sky130_fd_sc_hd__nor3_1	47
sky130_fd_sc_hd__nor2_1	72
sky130_fd_sc_hd__or3b_2	10
sky130_fd_sc_hd__clkinv_1	51
sky130_fd_sc_hd__a221oi_1	263
sky130_fd_sc_hd__a221o_1	27
sky130_fd_sc_hd__and4_1	11
sky130_fd_sc_hd__o21ai_0	44
sky130_fd_sc_hd__mux4_2	29
sky130_fd_sc_hd__nor2_4	67
[worst min path at each step]
stage,start,to,slack [ps],cells past startpoint
final,Data[24][13],Data[53][13],1330,4
after global routing,Data[24][13],Data[51][13],1450,4
after CTS,Data[24][13],Data[48][13],1330,4
[area by class of cell]
type,instances,area (µm²)
sequential,2048,61500
fill,16200,105000
timing repair buffer,302,2500
multi-input combinational,1992,16200
antenna,1,2.50
clock inverter,105,1010
inverter,9,38.8
clock buffer,242,5100
tap,2624,3280
[power by group]
group	leakage, µW	total (µW)	switching, µW	internal [µW]
logic	0.00597	397	293	104
clock network	0.00297	2260	977	1280
registers	0.0184	3080	4.27	3070
total	0.0274	5730	1270	4460
[kinds of logic (layout without fill, tap and decap cells)]
group	Yosys count	after routing	synth area share, %
simple gates	449	449	3.02
mux	330	330	4.93
buf+inv	356	658	2.06
other cells	0	1	0
flops	2048	2048	78.3
compound gates	1213	1213	11.7
[critical path: stages]
cell and delay, ps:
sky130_fd_sc_hd__buf_8 250, sky130_fd_sc_hd__buf_4 480, sky130_fd_sc_hd__buf_4 530, sky130_fd_sc_hd__nor2b_4 830, sky130_fd_sc_hd__buf_4 580, sky130_fd_sc_hd__buf_4 520, sky130_fd_sc_hd__a221oi_1 170, sky130_fd_sc_hd__nor3_1 550
sky130_fd_sc_hd__a21oi_1 90, sky130_fd_sc_hd__o2111ai_1 140, sky130_fd_sc_hd__or3_1 250, sky130_fd_sc_hd__clkdlybuf4s50_1 510
Power figures rest on the tool's default switching activity, not on a simulated workload.
